==> /design/flow/design.v <==
module core (
	input 				clk,			 
	input 				rst,			 
	input  [31:0] 		instruction, 	 
	output [31:0] 		pc, 			 
	output [31:0] 		memory_address,  
	output [31:0] 		data_to_write,   
	output [2:0] 		func3, 			 
	output 				write_data, 	 
	input  [31:0] 		read_data 		 
);
	assign data_to_write 		= rs2;
	assign func3 		 		= funct3;
	assign write_data    		= (opcode == 7'b0100011) ? 1'b1 : 1'b0; 
	integer i;
	initial begin
		for (i = 0; i < 32; i = i + 1) begin
			register_file[i] 	= 32'd0;
		end
		pc_reg 					= 32'd0;
		write_back_data 		= 32'd0;
		write_to_reg_file 		= 1'b0;
	end
	reg  [31:0] register_file [31:0];
	wire [31:0] rs1 = (instruction[19:15] == 5'd0) ? 32'd0 : register_file[instruction[19:15]];
	wire [31:0] rs2 = (instruction[24:20] == 5'd0) ? 32'd0 : register_file[instruction[24:20]];
	reg  [31:0] pc_reg;
	wire [31:0] i_type_immediate = {{20{instruction[31]}}, instruction[31:20]};
	wire [31:0] s_type_immediate = {{20{instruction[31]}}, instruction[31:25], instruction[11:7]};
	wire [31:0] b_type_immediate = {{19{instruction[31]}}, instruction[31], instruction[7], instruction[30:25], instruction[11:8], 1'b0};
	wire [31:0] u_type_immediate = {instruction[31:12], 12'd0};
	wire [31:0] j_type_immediate = {{11{instruction[31]}}, instruction[31], instruction[19:12], instruction[20], instruction[30:21], 1'b0};
	wire [4:0]  shamt 			 = instruction[24:20];
	wire [6:0] opcode = instruction[6:0];
	wire [2:0] funct3 = instruction[14:12];
	wire [6:0] funct7 = instruction[31:25];
	reg  [31:0] next_pc;
	always @(*) begin
		case (opcode)
			7'b1101111: next_pc    	 = pc + j_type_immediate; 													 
			7'b1100111: next_pc  	 = (rs1 + i_type_immediate) & ~32'b1; 										 
			7'b1100011: begin 																					 
				case (funct3)
					3'b000: next_pc  = (rs1 == rs2) ? (pc + b_type_immediate) : (pc + 32'd4); 					 
					3'b001: next_pc  = (rs1 != rs2) ? (pc + b_type_immediate) : (pc + 32'd4); 					 
					3'b100: next_pc  = ($signed(rs1) < $signed(rs2)) ? (pc + b_type_immediate) : (pc + 32'd4); 	 
					3'b101: next_pc  = ($signed(rs1) >= $signed(rs2)) ? (pc + b_type_immediate) : (pc + 32'd4); 	 
					3'b110: next_pc  = (rs1 < rs2) ? (pc + b_type_immediate) : (pc + 32'd4); 					 
					3'b111: next_pc  = (rs1 >= rs2) ? (pc + b_type_immediate) : (pc + 32'd4); 					 
					default: next_pc = (pc + 32'd4); 															 
				endcase
			end
			default: next_pc 		 = pc + 32'd4; 																		 
		endcase
	end	
	always @(posedge clk) begin
		if (rst) begin
			pc_reg 					= 32'd0;
			write_back_data 		= 32'd0;
			write_to_reg_file 		= 1'b0;
			for (i = 0; i < 32; i = i + 1) begin
				register_file[i] 	= 32'd0;
			end
		end else begin
			pc_reg 					= next_pc;
		end
	end
	assign pc = pc_reg;
	reg [31:0] write_back_data;
	assign memory_address = (opcode == 7'b0100011)? (rs1 + s_type_immediate): (rs1 + i_type_immediate); 
	wire [31:0] read_data_right_justified = read_data >> {memory_address[1:0], 3'b000};
	reg [31:0] read_data_justified_sign_extended;
	always @(*) begin
		case (funct3)  
			3'b000: read_data_justified_sign_extended = {{24{read_data_right_justified[7]}}, read_data_right_justified[7:0]};    
			3'b001: read_data_justified_sign_extended = {{16{read_data_right_justified[15]}}, read_data_right_justified[15:0]};  
			3'b010: read_data_justified_sign_extended = read_data_right_justified; 												 
			3'b100: read_data_justified_sign_extended = {24'd0, read_data_right_justified[7:0]}; 								 
			3'b101: read_data_justified_sign_extended = {16'd0, read_data_right_justified[15:0]}; 								 
			default: read_data_justified_sign_extended = 32'd0; 																 
		endcase
	end	
	always @(*) begin
		case (opcode)
			7'b0110111: write_back_data 	= u_type_immediate; 					 
			7'b0010111: write_back_data 	= pc + u_type_immediate; 				 
			7'b1101111: write_back_data 	= pc + 32'd4; 							 
			7'b1100111: write_back_data 	= pc + 32'd4;		 					 
			7'b0000011: write_back_data 	= read_data_justified_sign_extended;
			7'b0010011: begin 														 
				case (funct3)
					3'b000: write_back_data = rs1 + i_type_immediate; 							  
					3'b010: write_back_data = {31'd0, $signed(rs1) < $signed(i_type_immediate)};  
					3'b011: write_back_data = {31'd0, rs1 < i_type_immediate}; 					  
					3'b100: write_back_data = rs1 ^ i_type_immediate; 							  
					3'b110: write_back_data = rs1 | i_type_immediate; 							  
					3'b111: write_back_data = rs1 & i_type_immediate; 							  
					3'b001: write_back_data = rs1 << shamt; 									  
					3'b101: write_back_data = (funct7 != 7'd0) ? ($signed(rs1) >> shamt) : (rs1 >> shamt);  
				endcase
			end
			7'b0110011: begin  
				case (funct3)
					3'b000: write_back_data = (funct7 == 7'd0) ? (rs1 + rs2) : (rs1 - rs2);  
					3'b010: write_back_data = {31'd0, $signed(rs1) < $signed(rs2)}; 		 
					3'b011: write_back_data = {31'd0, rs1 < rs2}; 							 
					3'b100: write_back_data = rs1 ^ rs2; 									 
					3'b110: write_back_data = rs1 | rs2; 									 
					3'b111: write_back_data = rs1 & rs2; 									 
					3'b001: write_back_data = rs1 << rs2[4:0]; 								 
					3'b101: write_back_data = (funct7 != 7'd0) ? ($signed(rs1) >> rs2[4:0]) : (rs1 >> rs2[4:0]);  
				endcase
			end
			default: write_back_data = 32'd0;  
		endcase
	end
	reg write_to_reg_file;
	always @(*) begin
		case (opcode)
			7'b0110111: write_to_reg_file = 1'b1;  
			7'b0010111: write_to_reg_file = 1'b1;  
			7'b1101111: write_to_reg_file = 1'b1;  
			7'b1100111: write_to_reg_file = 1'b1;  
			7'b0000011: write_to_reg_file = 1'b1;  
			7'b0010011: write_to_reg_file = 1'b1;  
			7'b0110011: write_to_reg_file = 1'b1;  
			default: write_to_reg_file 	  = 1'b0;  
		endcase
	end
	always @(posedge clk) begin
		if (write_to_reg_file && (instruction[11:7] != 5'd0)) begin
			register_file[instruction[11:7]] <= write_back_data;
		end
	end
endmodule
==> /design/flow/run.sh <==
#!/bin/bash
# OpenROAD 26Q1-2900-gdf79404cd8, Yosys 0.63+post, stock flow scripts
make -C /OpenROAD-flow-scripts/flow DESIGN_CONFIG=/design/flow/config.mk WORK_HOME=/design/flow/orfs finish
==> /design/flow/config.mk <==
export PLATFORM = sky130hd
export DESIGN_NAME = core
export DESIGN_NICKNAME = core
export VERILOG_FILES = /design/flow/design.v
export SDC_FILE = /design/flow/constraint.sdc
export NUM_CORES = 4
export LEC_CHECK = 1
export CORE_UTILIZATION = 50
==> /design/flow/constraint.sdc <==
current_design core

set clk_period 6.7
set clk_io_pct 0.2

create_clock -name clk0 -period $clk_period [get_ports {clk}]

set non_clock_inputs [all_inputs -no_clocks]
set_input_delay [expr $clk_period * $clk_io_pct] -clock clk0 $non_clock_inputs
set_output_delay [expr $clk_period * $clk_io_pct] -clock clk0 [all_outputs]
==> run notes <==
### Status
- **result of the run** finished, final reports clean

### STA
- **worst setup skew after layout** 0.00635 ns
- **fin crit share** 69.6%
- **Max Transition Viols Final** 0
- **setup repair after global routing missed its margin** no
- **count of endpoints failing setup in the final report** 0
- **post-route minimum period** 4.66 ns
- **normalized max-slew margin** 40.0%
- **accumulated negative setup slack** 0 ns
- **endpoints failing hold** 0
- **highest clock frequency the design can meet** 0.214 GHz
- **actual transition at the worst max-transition pin** 0.897 ns
- **final-layout worst hold slack** 0.607 ns

### Setup path
- **endpoint required time on the critical path** 5.36 ns
- **Crit. End Element** output port
- **kind of critical path** input pin to output port
- **worst-path maximum fanout** 14
- **Crit. Startpoint** instruction[3]
- **setup slack, reg-to-reg** 3.23 ns
- **data arrival time at the worst-slack endpoint** 3.32 ns
- **Worst Setup Start Kind** input pin
- **worst r2r src** pc_reg[2]

### Synth
- **post-synth area from yosys stat** 5410 um^2
- **Simple Share, Synth** 23.0%
- **xor/xnor share** 10.0%
- **Synth cell types** 67
- **post-synthesis cell count** 770
- **most frequently used cell type in the post-synthesis netlist** sky130_fd_sc_hd__nand2_1
- **number of enable flip-flop cells** 0
- **most frequent cells after synthesis** sky130_fd_sc_hd__nand2_1 (84), sky130_fd_sc_hd__a21oi_1 (79), sky130_fd_sc_hd__nor2_1 (64), sky130_fd_sc_hd__buf_4 (63), sky130_fd_sc_hd__ha_1 (44)
- **Synth Warn #** 67
- **ys flop type** sky130_fd_sc_hd__dfxtp_1
- **async set or reset register ratio after synthesis** 0%
- **largest cells by area after synthesis** sky130_fd_sc_hd__dfxtp_1 (11%), sky130_fd_sc_hd__ha_1 (10%), sky130_fd_sc_hd__buf_4 (8.8%), sky130_fd_sc_hd__a21oi_1 (7.3%), sky130_fd_sc_hd__nand2_1 (5.8%)
- **area share of the largest cell type after synthesis** 11.5%
- **Compound Share, Synth** 30.9%
- **Synth Cell Area** 5410 um^2
- **post-synthesis cell type with the largest combined area** sky130_fd_sc_hd__dfxtp_1
- **per-instance average area after synthesis** 7.02 um^2
- **dominant combinational cell family by area after synthesis** AND-OR/OR-AND gates
- **post-synthesis share of cell area spent on full adders, half adders and majority gates** 10.9%
- **share of synthesized area spent on multiplexers** 1.13%
- **part of the Yosys area used for sequential elements** 11.5%
- **yosys cell count** 770
- **number of register bits inferred by synthesis** 31

### Routing
- **Via-to-Cell Ratio** 6.03
- **mean routed wirelength per cell** 17.4 um
- **initial detailed-routing violation count** 358
- **Residual DRC** 0
- **Final ANT Viol Nets** 0
- **total wire length** 16.6 mm
- **vias** 5,755
- **antenna cells** 0
- **first-pass detailed-route iteration total** 7

### Clock network
- **post-CTS setup buffer count** 0
- **count of hold buffers inserted by post-cts repair** 0
- **clock sink count** 31
- **Clk Tree Root Cell** sky130_fd_sc_hd__clkbuf_8
- **TritonCTS clock tree** done
- **insertion delay at the late pin of the worst-skew pair** 0.30 ns
- **CTS buffer count** 5
- **H-tree depth reported by CTS** 2
- **Resized Gates After CTS** 0
- **largest buffer count on any clock path** 2
- **clock-pin slew on the worst setup and hold paths** 0.08 ns

### Floorplan
- **DIE AREA** 11,200 um^2
- **I/O pin total** 166
- **die height** 106 um
- **CORE AREA** 10,400 um^2
- **FP Util** 51.9%
- **number of placement rows** 37
- **horizontal die size** 106 um

### Power
- **total power density per cell area** 111 nW/um^2
- **maximum ir drop on the vdd rail** 0.0000858 V
- **clock group share of total power** 26.6%
- **leakage power total** 2.59 nW
- **switching component of the power** 264 uW
- **internal power consumption** 426 uW
- **sw frac** 38.3%
- **Combinational Power Share** 43.0%
- **fraction of power consumed by sequential logic** 30.4%

### Global routing
- **via count of the first global-routing pass** 5,188
- **Tot GR Track Use** 30.3%
- **antenna violations before repair** 0
- **first-pass GRT wire length** 26.7 mm
- **pin count of the biggest net entering global routing** 48
- **remaining global-route overflow** 0

### Cells and area
- **share of post-route cells with drive strength above 1** 4.15%
- **area taken by flip-flops and latches** 621 um^2
- **flip-flop count of the largest register after layout** 31
- **final design utilization** 59.9%
- **combinational gate area** 4240 um^2
- **Layout area overhead** 15.4%
- **number of fillers in the final layout** 932

### Job
- **tally of OpenROAD warnings** 59
- **Max-Cap Viols** 0

### Hold path
- **type of the tightest min-delay check** flop to flop
- **worst hold start** pc_reg[1]

### Placement
- **Final GP Congestion** 0.971
- **number of buffers inserted by port buffering** 100
- **DP HPWL** 12.6 mm

## worst paths after layout
| check | end | depth (start not counted) |
|---|---|---|
| hold reg to reg | pc_reg[1] | 2 |
| setup reg to reg | pc_reg[26] | 10 |
| hold / removal | pc_reg[1] | 2 |
| setup / recovery | memory_address[4] | 7 |
## placed cells by master (no fill, tap or decap), drive strengths merged, types with 13 or more instances in the layout
cell,n
nor2,64
ha,44
nor3,15
and3,16
nand3,30
o21ai,50
clkdlybuf4s50,99
dfxtp,31
conb,33
a21oi,79
nand2,84
inv,16
a21o,21
xor2,27
a221oi,13
xnor2,35
## critical path: stages
cell                              delay, ns
sky130_fd_sc_hd__clkdlybuf4s50_1       0.67
sky130_fd_sc_hd__nor2_1                0.23
sky130_fd_sc_hd__nand3b_1              0.22
sky130_fd_sc_hd__inv_1                 0.23
sky130_fd_sc_hd__nand2_1               0.07
sky130_fd_sc_hd__o21ai_0               0.07
sky130_fd_sc_hd__clkdlybuf4s50_1       0.49
## power by group through the flow
stage | clock (mW) | sequential (mW) | combinational, mW
5_1_grt | 0.195 | 0.211 | 0.328
4_1_cts | 0.189 | 0.209 | 0.294
6_report | 0.184 | 0.210 | 0.297
## layout make-up
type	count	area share, %
Multi-Input combinational cell	657	67.9
Timing Repair Buffer	107	16.8
Sequential cell	31	9.95
Tap cell	136	2.73
Clock buffer	7	1.54
Inverter	16	0.963
Clock inverter	1	0.120
## cell families after synthesis
| family | Yosys count |
|---|---|
| and+or+nand+nor | 261 |
| AOI/OAI and AO/OA | 249 |
| buffers and inverters | 114 |
| xor gates and xnor gates | 62 |
| adders and majority gates | 46 |
| DFF | 31 |
| muxes | 6 |
| other | 1 |
## metal layers
layer	global-route usage (%)	part of all wire [%]
met5	0	0
met3	4.75	9.1
met4	5.56	1.9
met1	45.7	45
met2	46.2	44
## metrics by stage
| stage | instance area [um^2] | power (mW) | setup slack (ns) | instances |
|---|---|---|---|---|
| 2_1_floorplan | 5530 | 0.419 | 2.99 | 802 |
| 3_3_place_gp | 6130 | 0.504 | 1.89 | 947 |
| 3_5_place_dp | 6130 | 0.505 | 1.90 | 947 |
| 4_1_cts | 6240 | 0.692 | 2.03 | 955 |
| 5_1_grt | 6240 | 0.734 | 1.85 | 955 |
| 6_report | 6240 | 0.690 | 2.04 | 955 |
No activity file was given, so power comes from the tool's default toggle rates.
